[flow/run.sh]
#!/bin/bash
# OpenROAD 26Q1-2900-gdf79404cd8, Yosys 0.63+post, stock flow scripts
make -C /OpenROAD-flow-scripts/flow DESIGN_CONFIG=/design/flow/config.mk WORK_HOME=/design/flow/orfs finish
[flow/config.mk]
export PLATFORM = sky130hd
export DESIGN_NAME = axi_stream_input_gen
export DESIGN_NICKNAME = axi_stream_input_gen
export VERILOG_FILES = /design/flow/design.v
export SDC_FILE = /design/flow/constraint.sdc
export NUM_CORES = 4
export LEC_CHECK = 1
export CORE_AREA = 10 10 70 70
export DIE_AREA = 0 0 80 80
[flow/constraint.sdc]
current_design axi_stream_input_gen

set clk_period 2.3
set clk_io_pct 0.2

create_clock -name clk0 -period $clk_period [get_ports {clk}]

set non_clock_inputs [all_inputs -no_clocks]
set_input_delay [expr $clk_period * $clk_io_pct] -clock clk0 $non_clock_inputs
set_output_delay [expr $clk_period * $clk_io_pct] -clock clk0 [all_outputs]
[flow/design.v]
module axi_stream_input_gen #(
parameter DATA_WD = 32,
parameter DATA_BYTE_WD = DATA_WD / 8,
parameter NUM_OF_CYCLES = 50  
)(
input wire clk,
input wire rst_n,
input wire axi_tready,
output wire axi_tvalid,
output wire axi_tlast,
output wire [DATA_BYTE_WD-1 : 0] axi_keep,
output wire [DATA_WD-1 : 0] axi_tdata
);
reg [DATA_WD-1 : 0] axi_tdata_pre;
assign axi_tvalid = (axi_tdata == 0)? 0 : 1;
always @(posedge clk or negedge rst_n) begin
    if (!rst_n)
        axi_tdata_pre <= 0;
    else
        if (axi_tready) 
            axi_tdata_pre <= $random;
        else
            axi_tdata_pre <= axi_tdata_pre;
end
assign axi_tdata = axi_tdata_pre;
reg [7:0] packet_count;  
always @(posedge clk or negedge rst_n) begin
    if (!rst_n)
        packet_count <= 0;
    else    
        if (axi_tready & (packet_count < NUM_OF_CYCLES - 1))
            packet_count <= packet_count + 1;
        else
            packet_count <= 0;
end
assign axi_tlast = (packet_count == 30+{$random}%(50-30+1))? 1 : 0;
assign axi_keep = (axi_tlast)? (4'b1111 << ({$random} % 4)) : (axi_tready & axi_tvalid)? 4'b1111 : 0;
assign axi_tvalid = (axi_tdata == 0)? 0 : 1;
endmodule
==> qor.csv <==
metric,value,unit
regToRegSetupSlack,0.98,ns
synth-edff-count,0,
antennaDiodeCount,0,
yosysWarnings,4,
synth_seq_share,30.9,%
dpl.cell_count,119,
root_buffer,clkbuf_4,
cp-start-kind,flop,
drv_cap,0,
cts_made_buffers,3,
grt_max_degree,9,
r2r-end,packet_count[4],
leakagePower,0.325,nW
clk_latency,0.25,ns
drt_iter0_markers,20,
core,3420,um^2
die-area,6400,um^2
dp_slack,0.588,ns
wl,989,um
crit_required,1.84,ns
crit_arrival,1.50,ns
drc,0,
path_class,flop to output pin,
top_cells_by_area,"buf_4, dfrtp_1, ha_1, nor2_1, nor2_8",
ctsHoldBuffers,0,
ios,41,
hpwlAfterDp,888,um
p_total,0.269,mW
finalCriticalPeriod,1.96,ns
dpl_cell_area,601,um^2
slowest_delay,0.45,ns
synthArstFlopShare,100,%
filler_cell_count,385,
largest_area_cell,buf_4,
netlist.area_leader.share,42.9,%
p_per_area,432,nW/um^2
fin_area,623,um^2
syn_to_final_growth,-3.86,%
clk_pin_slew,0.05,ns
cts_tree,done,
die_x,80,um
cts_resized,0,
timing.rr.start,packet_count[0],
stdcell_count,122,
overflow,0,
slowest_stage,clkdlybuf4s50_1,
io_buffers,3,
ys.flops,8,
largest_register_ffs,8,
finalSetupViolations,0,
slew_viol_final,0,
fp_util,19.0,%
gp_congestion,0.788,
r2r_cells,5,
hold_violations,0,
cts_buffer_depth,2,
first_pass_iters,2,
status,finished clean,
warnings,26,
min_path_type,input port to async pin,
ant_nets,0,
post_cts_buffers,0,
crit_path_end_kind,output pin,
max_flop_register,packet_count,
antenna_found_initial,0,
crit_chain,and4_1 > and3b_1 > clkdlybuf4s50_1,
skew,0.00412,ns
ys_chip_area,648,um^2
die_y,80,um
common_cells,"buf_4, dfrtp_1, nor2_1",
rows,21,
htreeDepth,1,
path_max_fanout,5,
cts_sinks,8,
ir_worst_vdd,110,uV
rsz0062_at_grt,false,
synth_area,648,um^2
worst_slack,0.337,ns
ys_cells,69,
via_per_inst,2.57,
grt_usage,2.58,%
most_common_cell,buf_4,
netlist_instances,69,
grt_pass1_vias,370,
grt_first_pass_wirelength,1440,um
avgSynthCellArea,9.39,um^2
fmax,509,MHz
tns,0,ns
post-route-util,18.2,%
flop_cell,dfrtp_1,
holdWs,0.484,ns
vias,314,
drive_above_1_share,7.89,%
wl_per_cell,8.11,um
top_regs,packet_count x8,
finalCritPeriodShare,85.4,%
synth.distinct_cells,16,
## worst max-delay path, delay by kind of cell, from the launching register on
family / cells / cell delay, ns
AND/OR/NAND/NOR: 2 / 0.38
buffers and inverters: 1 / 0.45
flip-flops: 1 / 0.41
## cells in the final DEF (no fill, tap or decap), drive strengths merged
master / n
a21oi: 1
and3b: 1
and4: 1
clkbuf: 3
clkdlybuf4s50: 3
conb: 39
dfrtp: 8
ha: 2
inv: 3
nand2: 1
nand3: 2
nor2: 7
nor3b: 1
o211ai: 1
xnor2: 1
xor2: 2
## where the power goes
group	switching [mW]	leakage, nW	internal (mW)
clock network	0.0451	0.0138	0.0595
logic	0.0104	0.205	0.00646
registers	0.00379	0.107	0.144
## final cells by class
type                            count  area (um^2)  area share (%)
Sequential cell                     8          200            32.1
Inverter                            3         11.3            1.81
Timing Repair Buffer                3         30.0            4.82
Multi-Input combinational cell     59          302            48.4
Clock buffer                        3         22.5            3.61
Tap cell                           46         57.6            9.24
## worst max-delay path by stage
stage / to / start / slack (ns) / depth (start not counted)
after global routing: axi_tlast / packet_count[2] / 0.24 / 3
final: axi_tlast / packet_count[2] / 0.34 / 3
after CTS: axi_tlast / packet_count[2] / 0.31 / 3
## routing by layer
layer | vias up | GRT usage, % | share of wire [%]
met5 | - | 0 | 0
met4 | 0 | 0.704 | 1.2
met3 | 2 | 0.682 | 4.3
met2 | 20 | 4.41 | 51
met1 | 140 | 3.10 | 43
li1 | 152 | - | -
## cell families (layout without fill, tap and decap cells)
family	count (synthesis)	in the layout	share of synthesized area [%]
AND-OR/OR-AND	2	2	2.70
XOR/XNOR	3	3	4.05
adder cells (fa/ha/maj)	2	2	3.86
buffers and inverters	40	9	44.6
flip-flops	8	8	30.9
other	1	39	0.579
AND/OR/NAND/NOR	13	13	13.3
Power and IR drop assume default switching activity.
